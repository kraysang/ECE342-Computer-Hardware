==> design.v <==
module mult
(
	input [7:0] x,
	input [7:0] y,
	output logic[15:0] out,    
	output [7:0] pp [9]  
);
	logic [7:0] cin[9];
	logic [7:0] sum[9];
	logic [16:8] cin_final;
	assign cin_final[8] = '0;
	assign cin_final[16:9] =out[15:8];
	assign pp=sum;
 genvar i,j;
 generate 
	for(i=0;i<7;i=i+1) 
	begin:row
		if (i==0)
		begin
			for(j=0;j<8;j=j+1) 
			begin:bit1
				if (j==0)
					begin
					assign out[i]=x[j]&y[i];
					assign sum[i][j]='b0;
					full_adder full_adder1(
						.a   (x[j+1]&y[i]),
						.b   (x[j]&y[i+1]),
						.cin (1'b0),
						.cout(cin[i][j]),
						.s   (out[i+1])
					);	
					end			
				else if(j==7)
					full_adder full_adder2(
						.a   (1'b0),
						.b   (x[j]&y[i+1]),
						.cin (x[j-1]&y[i+2]),
						.cout(cin[i][j]),
						.s   (sum[i][j])
					);				
				else
					full_adder full_adder3(
						.a   (x[j+1]&y[i]),
						.b   (x[j]&y[i+1]),
						.cin (x[j-1]&y[i+2]),
						.cout(cin[i][j]),
						.s   (sum[i][j])
					);			
			end
		end
		else if (i==6)
		begin
			for(j=0;j<8;j=j+1) 
			begin:bit1
				if (j==0)
					begin
					assign sum[i][j]='b0;
					full_adder full_adder(
						.a   (sum[i-1][j+1]),
						.b   (cin[i-1][j]),
						.cin (1'b0),
						.cout(cin[i][j]),
						.s   (out[i+1])
					);	
					end
				else if(j==7)
					full_adder full_adder(
						.a   (x[i+1]&y[j]),
						.b   (cin[i-1][j]),
						.cin (cin[i][j-1]),
						.cout(out[i+1+j+1]),
						.s   (out[i+1+j])
					);				
				else
					full_adder full_adder(
						.a   (sum[i-1][j+1]),
						.b   (cin[i-1][j]),
						.cin (cin[i][j-1]),
						.cout(cin[i][j]),
						.s   (out[i+1+j])
					);			
			end
		end	
		else if((i>0)&(i<6))
		begin
			for(j=0;j<8;j=j+1) 
			begin:bit1
				if (j==0)
					begin
					assign sum[i][j]='b0;	
					full_adder full_adder1(
						.a   (sum[i-1][j+1]),
						.b   (1'b0),
						.cin (cin[i-1][j]),
						.cout(cin[i][j]),
						.s   (out[i+1])
					);	
					end			
				else if(j==7)
					full_adder full_adder2(
						.a   (x[j]&y[i+1]),
						.b   (x[j-1]&y[i+2]),
						.cin (cin[i-1][j]),
						.cout(cin[i][j]),
						.s   (sum[i][j])
					);				
				else
					full_adder full_adder3(
						.a   (sum[i-1][j+1]),
						.b   (x[j-1]&y[i+2]),
						.cin (cin[i-1][j]),
						.cout(cin[i][j]),
						.s   (sum[i][j])
					);			
			end
		end		
	end
 endgenerate
endmodule
module full_adder(
    input a,
    input b,
    input cin,
    output cout,
    output s
);
assign s = a ^ b ^ cin;
assign cout = a & b | (cin & (a ^ b));
endmodule
==> run.sh <==
#!/bin/bash
# OpenROAD 26Q1-2900-gdf79404cd8, Yosys 0.63+post, stock flow scripts
make -C /OpenROAD-flow-scripts/flow DESIGN_CONFIG=/design/flow/config.mk WORK_HOME=/design/flow/orfs finish
==> config.mk <==
export PLATFORM = sky130hd
export DESIGN_NAME = mult
export DESIGN_NICKNAME = mult
export VERILOG_FILES = /design/flow/design.v
export SDC_FILE = /design/flow/constraint.sdc
export NUM_CORES = 4
export LEC_CHECK = 1
export CORE_UTILIZATION = 50
export SYNTH_HDL_FRONTEND = slang
==> constraint.sdc <==
current_design mult

set clk_period 10.1
set clk_io_pct 0.2

create_clock -name clk0 -period $clk_period

set non_clock_inputs [all_inputs -no_clocks]
set_input_delay [expr $clk_period * $clk_io_pct] -clock clk0 $non_clock_inputs
set_output_delay [expr $clk_period * $clk_io_pct] -clock clk0 [all_outputs]
==> impl_metrics.py <==
# Physical implementation metrics
metrics = {
    "yosys": {
        "sequential_fraction_of_the_synthesis_area_pct": 0,
        "synthesis.instances": 245,
        "yosys_warnings": 23,
        "ys_chip_area_sq_mm": 0.002197,
        "ys_cells": 245,
        "syn-cell-area_sq_mm": 0.002197,
        "synth.distinct_cells": 7,
        "syn_avg_cell_area_sq_um": 8.968,
    },
    "drt": {
        "finalWirelength_um": 5993,
        "number_of_drc_markers_in_iteration_0": 52,
        "post-route-drc-count": 0,
        "wire_per_inst_um": 14.24,
        "drt-pass1-iter-count": 4,
        "route.antenna.remaining_nets": 0,
        "detailroute.via_count": 1860,
        "vias_per_cell": 4.418,
        "diodes": 0,
    },
    "timing": {
        "hold_viol": 0,
        "setup_repair_after_global_routing_missed_its_margin": "true",
        "fin_setup_tns_ns": -0.2758,
        "fin_ws_ns": -0.2085,
        "setup_violation_total_in_the_final_timing_report": 3,
        "fmax_mhz": 97.01,
        "timing_max_transition_violations_final": 0,
        "holdWs_ns": 4.693,
        "post_layout_minimum_cycle_time_ns": 10.31,
        "post_layout_period_usage_pct": 102.1,
    },
    "worst_setup_path": {
        "timing.critical_path.required_ns": 8.08,
        "cp_data_arrival_time_ns": 8.29,
        "worst_setup_path_start_kind": "input port",
        "crit_path_end_kind": "output pin",
        "crit_type": "in2out",
        "largest_fanout_on_the_critical_path": 8,
        "worst_path_largest_cell_delay_ns": 0.54,
        "crit_top_cell": "sky130_fd_sc_hd__fa_2",
        "cp_slowest_cell": "sky130_fd_sc_hd__fa_1",
        "crit_chain": "buf_8 -> nand2_4 -> fa_1 -> inv_2 -> buf_6 -> fa_1 -> fa_1 -> fa_1 -> fa_1 -> inv_2 -> fa_1 -> inv_2 -> ha_4 -> fa_2 -> fa_2 -> fa_2 -> fa_2 -> fa_2 -> fa_2 -> fa_2 -> buf_2",
    },
    "finish": {
        "flow.area_growth_from_synthesis_pct": 58.31,
        "utilization_pct": 84.52,
        "layout.clock_buffers": 0,
        "layout.cells.most_common": "sky130_fd_sc_hd__buf_4",
        "finish.cell_count_without_fillers": 421,
        "numSequentialCells": 0,
        "mostFrequentLayoutCells": "sky130_fd_sc_hd__buf_4 (84), sky130_fd_sc_hd__clkdlybuf4s50_1 (60), sky130_fd_sc_hd__and2_1 (37), sky130_fd_sc_hd__inv_1 (34)",
        "finalInstanceArea_sq_mm": 0.003478,
        "fill_cells": 220,
        "layout_cells_sized_above_1_pct": 40.70,
        "sequential_cell_area_sq_um": 0,
    },
    "global_route": {
        "first_global_vias": 1939,
        "global_route_overflow": 0,
        "grt_first_pass_wirelength_um": 8542,
        "global_route.usage.total_pct": 26.64,
        "antenna_found_initial": 0,
        "grt_max_degree": 9,
    },
    "outcome": {
        "run_status": "finished, violations left",
        "violations": "negative setup slack",
    },
    "placed_design": {
        "dpl.cell_count": 350,
        "placedInstanceArea_sq_mm": 0.002766,
        "dp_hpwl_um": 3304,
        "placement_setup_slack_ns": -1.098,
        "routabilityCongestion": 0.8038,
        "number_of_buffers_added_on_ports": 74,
    },
    "power": {
        "vdd_drop_max_uv": 211.7,
        "leakagePower_nw": 1.777,
        "p_per_area_mw_per_mm2": 242.0,
        "power_uw": 841.7,
    },
    "min_path": {
        "timing.hold.worst.class": "in2out",
        "whs_path_depth": 3,
        "hp-start": "y[0]",
        "timing.hold.worst_endpoint": "out[0]",
    },
    "job": {
        "timing.max_cap.violations": 0,
        "stage_log_warnings": 35,
    },
    "floorplanning": {
        "die_span_in_x_um": 68.29,
        "std_cell_rows": 23,
        "die.size.y_um": 68.29,
        "core_region_area_sq_mm": 0.004115,
        "initCoreUtil_pct": 53.39,
        "dieArea_sq_mm": 0.004664,
        "ioPinCount": 104,
    },
}
[worst max path at each step]
stage / start / to / slack, ns / cells past startpoint
finish: y[1] / out[14] / -0.21 / 21
global route: y[2] / out[14] / -0.35 / 20
CTS: y[2] / out[14] / -0.38 / 20
[worst max-delay path: cells and delay by family]
| family | cells | cell delay (ns) |
|---|---|---|
| simple gates | 1 | 0.05 |
| buf+inv | 6 | 0.47 |
| fa+ha+maj | 14 | 5.73 |
[synth_stat cells, drive strengths merged]
cell | number | area share [%]
and2 | 40 | 11
buf | 87 | 30
conb | 1 | 0.17
fa | 48 | 44
ha | 8 | 4.6
inv | 37 | 6.3
nand2 | 24 | 4.1
[area by class of cell]
type / instances / area, sq um / share of cell area (%)
Timing Repair Buffer: 184 / 1668 / 47.95
Tap cell: 50 / 62.56 / 1.799
Inverter: 37 / 138.9 / 3.993
Multi-Input combinational cell: 150 / 1609 / 46.26
[power breakdown]
part	switching [mW]	internal, mW	leakage (nW)
Sequential	0	0	0
Clock	0	0	0
Combinational	0.247	0.595	1.78
Total	0.247	0.595	1.78
[cells by family after synthesis]
kind of cell,after synthesis,synth area share (%)
buf+inv,124,36.05
fa+ha+maj,56,48.29
other cells,1,0.1707
simple gates,64,15.49
[per-layer routing]
layer | global-route usage, % | vias to the layer above | part of all wire, %
li1 | - | 842 | -
met1 | 35.46 | 923 | 41
met2 | 43.38 | 85 | 49
met3 | 7.601 | 10 | 8.0
met4 | 8.333 | 0 | 1.6
met5 | 0 | - | 0
[timing repair]
item                                    in CTS  in global routing
gates cloned                                 0                  0
endpoints found under the setup margin       5                  6
buffers inserted                            76                  6
gates resized                               84                 27
hold buffers                                 0                  0
pin swaps                                   21                 17
Power figures rest on the tool's default switching activity, not on a simulated workload.
