`/design/flow/run.sh`:
```
#!/bin/bash
# OpenROAD 26Q1-2900-gdf79404cd8, Yosys 0.63+post, stock flow scripts
make -C /OpenROAD-flow-scripts/flow DESIGN_CONFIG=/design/flow/config.mk WORK_HOME=/design/flow/orfs finish
```
`/design/flow/design.v`:
```
module part3
	#(parameter EXP = 8,			 
	  parameter MAN = 23, 			 
	  parameter BITS = 1+ EXP + MAN,	 
	  parameter BIAS = 2**(EXP-1)-1		 
	  )
	(
		input [BITS - 1:0] X,
		input [BITS - 1:0] Y,
		output inf, nan, zero, overflow, underflow,
		output reg[BITS - 1:0] result
);
	logic [EXP-1:0] exp_x, exp_y;
	logic [EXP:0] exp_m;
	logic [EXP:0] exp_b;
	logic [MAN:0] man_x, man_y; 
	logic [MAN:0] man;
	logic [MAN*2+1:0] man_product;
	logic [MAN+1:0] man_trun;
	logic sign;
	logic inf_out, nan_out, zero_out, overflow_out, underflow_out;
	assign sign = X[BITS-1] ^ Y[BITS-1];
	assign man_x = {1'b1, X[MAN-1:0]};
	assign man_y = {1'b1, Y[MAN-1:0]};
	assign man_product = man_x * man_y;
	assign man_trun = man_product[MAN*2+1:MAN];
	assign exp_x = X[BITS-2:MAN];
	assign exp_y = Y[BITS-2:MAN];
	assign exp_m = X[BITS-2:MAN] + Y[BITS-2:MAN] - BIAS;
	assign exp_b = (man_trun[MAN+1]==1'b1)?(exp_m+1):(exp_m);
	assign man = (man_trun[MAN+1]==1'b1)?man_trun[MAN:1]:man_trun[MAN-1:0];
always_comb 
	begin
	if(X==0 || Y==0)
		begin 
			result[BITS-1:0] = 32'b0;
			inf_out = 1'b0;
			nan_out = 1'b0;
			zero_out = 1'b1;
			overflow_out = 1'b0;
			underflow_out = 1'b0;
		end
	else if(man == 0 && exp_b== 0)
		begin 
			result[BITS-1:0] = 32'b0;
			inf_out = 1'b0;
			nan_out = 1'b0;
			zero_out = 1'b1;
			overflow_out = 1'b0;
			underflow_out = 1'b0;
		end
	else if ((exp_b[EXP]==0 && exp_b[EXP-1:0] == 2*BIAS+1)  && man != 0)
		begin
			result[BITS-1] = 1'b0;
			result[BITS-2:MAN] = 2*BIAS+1;
			result[MAN-1:0] = 0;
			inf_out = 1'b0;
			nan_out = 1'b1;
			zero_out = 1'b0;
			overflow_out = 1'b0;
			underflow_out = 1'b0;
		end
	else if ((exp_x == 2*BIAS+1 && X[MAN-1:0] != 0) || (exp_y == 2*BIAS+1 && Y[MAN-1:0] !=0 )) 
		begin
			result[BITS-1] = 1'b0;
			result[BITS-2:MAN] = 2*BIAS+1;
			result[MAN-1:0] = 0;
			inf_out = 1'b0;
			nan_out = 1'b1;
			zero_out = 1'b0;
			overflow_out = 1'b0;
			underflow_out = 1'b0;
		end
	else if ((exp_b[EXP]==0 && exp_b[EXP-1:0] == 2*BIAS+1)  && man == 0) 
		begin
			result[BITS-1] = 1'b0;
			result[BITS-2:MAN] = 2*BIAS+1;
			result[MAN-1:0] = 0;
			inf_out = 1'b1;
			nan_out = 1'b0;
			zero_out = 1'b0;
			overflow_out = 1'b0;
			underflow_out = 1'b0;
		end
	else if ((exp_x == 2*BIAS+1 && X[MAN-1:0] == 0) || (exp_y == 2*BIAS+1 && Y[MAN-1:0] ==0 )) 
		begin
			result[BITS-1] = 1'b0;
			result[BITS-2:MAN] = 2*BIAS+1;
			result[MAN-1:0] = 0;
			inf_out = 1'b1;
			nan_out = 1'b0;
			zero_out = 1'b0;
			overflow_out = 1'b0;
			underflow_out = 1'b0;
		end
	else if ( exp_y == 0 || exp_x == 0 || exp_b[EXP:0] == 0)
		begin
			result[BITS-1:0] = 32'b0;
			inf_out = 1'b0;
			nan_out = 1'b0;
			zero_out = 1'b0;
			overflow_out = 1'b0;
			underflow_out = 1'b1;
		end
	else if ( exp_x + exp_y +man_trun[MAN+1] < BIAS)
		begin
			result[BITS-1:0] = 32'b0;
			inf_out = 1'b0;
			nan_out = 1'b0;
			zero_out = 1'b0;
			overflow_out = 1'b0;
			underflow_out = 1'b1;
		end
	else if(exp_x > 2*BIAS || exp_y >  2*BIAS || exp_b>=2*BIAS+1)
		begin 
			result[BITS-1] = 1'b0;
			result[BITS-2:MAN] = 2*BIAS+1;
			result[MAN-1:0] = 0;
			inf_out = 1'b0;
			nan_out = 1'b0;
			zero_out = 1'b0;
			overflow_out = 1'b1;
			underflow_out = 1'b0;
		end
	else 
		begin
			result[MAN-1:0] = man;
			result[BITS-2:MAN] = exp_b;
			result[BITS-1] = sign;
			inf_out = 1'b0;
			nan_out = 1'b0;
			zero_out = 1'b0;
			overflow_out = 1'b0;
			underflow_out = 1'b0;
		end
	end
	assign inf = inf_out;
	assign nan = nan_out;
	assign zero = zero_out;
	assign overflow = overflow_out;
	assign underflow = underflow_out;
endmodule
```
`/design/flow/constraint.sdc`:
```
current_design part3

set clk_period 34.6
set clk_io_pct 0.2

create_clock -name clk0 -period $clk_period

set non_clock_inputs [all_inputs -no_clocks]
set_input_delay [expr $clk_period * $clk_io_pct] -clock clk0 $non_clock_inputs
set_output_delay [expr $clk_period * $clk_io_pct] -clock clk0 [all_outputs]
```
`/design/flow/config.mk`:
```
export PLATFORM = sky130hd
export DESIGN_NAME = part3
export DESIGN_NICKNAME = part3
export VERILOG_FILES = /design/flow/design.v
export SDC_FILE = /design/flow/constraint.sdc
export NUM_CORES = 4
export LEC_CHECK = 1
export CORE_UTILIZATION = 30
export SYNTH_HDL_FRONTEND = slang
```
==> COMMIT_EDITMSG <==
Refresh implementation metrics

- Entering global routing, the biggest net connects 35 pins.
- Worst Path Class, Setup: in -> out
- Detailed-route wire length per cell: around 18 µm
- Period minus WS final: 24270 ps
- Post-CTS Hold Fix Bufs: 0
- The warning tally printed by Yosys for this design is 0.
* Yosys Chip Area: 20780 µm²
- Final number of hold-violating endpoints: 0
- For this design the top-level I/O count stands at 101.
- The worst hold path belongs to the class in -> out.
* DRC viols: 0
* Final estimated routing congestion in global placement: a little under 1
* RSZ-0062 raised after global routing: no
- Gr ovfl total: 0
- Layout Utilization: between 30 and 40%
- Yosys stat cell total: 2494
* First-pass GRT wire length: 100800 µm
* Distinct cells, synth: 82
- Input/output buffers: 101
* Antenna cell count: 0
- Placed Area: 22830 µm²
- Summed over all nets, the half-perimeter wirelength after detailed placement is 48730 µm.
* Number of global-route vias before repair: approximately 18000
* Slowest cell on the critical path: sky130_fd_sc_hd__fa_1
- Global router's overall resource usage: 19.23%
- The layout has 0 clock buffers.
- Die span in y: 265.2 µm
* Chip area: 70340 µm²
- Synthesis-to-layout area growth: 9.867%
* Sequential cell count: 0
- The pre-CTS setup check shows a worst slack of 10530 ps.
* Vias per cell: between 4 and 5
- Across the run, the number of max-cap violations was 0.
* Status: completed
* Relative slew margins: 48.47%
* Element type at the critical path end: primary output
- The floorplan step set the die width to 265.2 µm.
- Antenna Nets Post-Route: 0
- Per the log, the first TritonRoute iteration ended with a DRC count of 875.
- The initialized floorplan defines 96 standard-cell rows.
- Total wirelength of the detailed-routed design: 61770 µm
- Summing every instance area after synthesis gives 20780 µm².
- Worst-path maximum fanout: 34
- Total vias in the final route: 16787
- Per the post-synthesis stats, the area per cell is 8.333 µm².
- DRT Pass-1 Iters: 5
- In the final report, the number of endpoints failing setup comes to 0.
- For this run, the register share of the synthesized area comes to 0%.
- Final worst path period share: 70.15%
* Sequential Area: 0 µm²
- Most prevalent standard cell on the critical path: sky130_fd_sc_hd__fa_1
- Data required time at the worst endpoint: 27680 ps
- After clock tree synthesis, the repair step resized 0 gates.
* Setup TNS Final: 0 ps
* Worst-case setup margin in the final layout: 10330 ps
- The initial antenna violation count was 0.
- On the critical path the data arrives at around 17000 ps.
- Layout Cell Area excl Fill: 22830 µm²
- Kind of start point of the critical path: input port
* FP Util: 30.30%
- At the pin with the least slew margin, the transition time is about 760 ps.
- Cells after synthesis: about 2500
- Number of pins exceeding their max-slew limit in the final report: 0
- The tool warning count for the run is 34.
- The largest single stage delay on the critical path is 530 ps.
- For this run, the top clock speed supported by timing is between 40 and 50 MHz.
- Once the clock tree was built, the setup fixing pass inserted 0 buffers.
* Core box area: 68590 µm²
- Cells with a size suffix above 1 make up 3.448% of the layout.
-- metal layers --
metal	global-route usage, %	routed length, µm	vias up
li1	-	-	7633
met1	27.41	26510	8356
met2	29.81	28350	727
met3	6.584	5796	71
met4	2.750	1120	0
met5	0	0	-
-- cell usage in the layout (no fill, tap or decap), types with 5 or more instances in the layout --
| cell | n |
|---|---|
| sky130_fd_sc_hd__xnor2_1 | 27 |
| sky130_fd_sc_hd__a22oi_1 | 6 |
| sky130_fd_sc_hd__clkdlybuf4s50_1 | 101 |
| sky130_fd_sc_hd__a21o_1 | 10 |
| sky130_fd_sc_hd__ha_1 | 182 |
| sky130_fd_sc_hd__inv_1 | 563 |
| sky130_fd_sc_hd__nor4_1 | 29 |
| sky130_fd_sc_hd__a21oi_2 | 14 |
| sky130_fd_sc_hd__o21bai_1 | 5 |
| sky130_fd_sc_hd__fa_1 | 482 |
| sky130_fd_sc_hd__or2_2 | 6 |
| sky130_fd_sc_hd__nand2b_1 | 8 |
| sky130_fd_sc_hd__o211ai_1 | 9 |
| sky130_fd_sc_hd__a31oi_1 | 8 |
| sky130_fd_sc_hd__a21oi_1 | 62 |
| sky130_fd_sc_hd__nand3_1 | 14 |
| sky130_fd_sc_hd__a211oi_1 | 11 |
| sky130_fd_sc_hd__nor2_1 | 110 |
| sky130_fd_sc_hd__o21ai_1 | 13 |
| sky130_fd_sc_hd__and3_1 | 5 |
| sky130_fd_sc_hd__nand2_1 | 372 |
| sky130_fd_sc_hd__mux2i_1 | 5 |
| sky130_fd_sc_hd__nor3_1 | 22 |
| sky130_fd_sc_hd__nand4_1 | 31 |
| sky130_fd_sc_hd__buf_4 | 49 |
| sky130_fd_sc_hd__or3_1 | 6 |
| sky130_fd_sc_hd__o21ai_0 | 47 |
| sky130_fd_sc_hd__o21a_1 | 8 |
| sky130_fd_sc_hd__and2_1 | 223 |
| sky130_fd_sc_hd__xor2_1 | 10 |
-- cell usage after synthesis, drive strengths merged, types with 10 or more instances --
library cell	number	area (µm²)
xor2	10	87.58
inv	563	2113
fa	482	9649
or2	10	62.57
a211oi	11	82.58
clkbuf	111	416.7
nand3	15	80.08
nor3	22	110.1
and2	223	1395
o211ai	10	88.83
ha	182	2277
nor4	30	193.9
o21ai	60	300.3
buf	10	76.32
xnor2	27	236.5
nand2	374	1409
a21o	10	75.07
nand4	32	206.5
nor2	110	412.9
a21oi	76	432.9
-- critical path, delay by kind of cell --
| kind | cells | cell delay [ps] |
|---|---|---|
| AND-OR/OR-AND | 8 | 1700 |
| buffers and inverters | 13 | 2730 |
| AND/OR/NAND/NOR | 8 | 1630 |
| adder cells (fa/ha/maj) | 10 | 4320 |
-- stage by stage --
step                hold WS [ps]  std cells
floorplan                  13910       2494
detailed placement         14890       3454
finish                     14930       3454
global route               14940       3454
global placement           14930       3454
CTS                        14910       3454
-- layout make-up --
cell class                 count  area, µm²
fill                        7123      45750
inverter                     566       2137
multi-input combinational   1807      18150
tap                          931       1165
timing repair buffer         150       1379
-- logic make-up after synthesis --
| family | after synthesis | synth area share (%) |
|---|---|---|
| AND/OR/NAND/NOR | 853 | 19.96 |
| multiplexers | 6 | 0.2950 |
| XOR/XNOR | 38 | 1.668 |
| adder cells (fa/ha/maj) | 664 | 57.38 |
| AND-OR/OR-AND | 246 | 8.043 |
| buffers and inverters | 687 | 12.65 |
-- path summary, 6_finish.rpt --
kind	end	cells past startpoint	startpoint
max	result[12]	39	Y[8]
min	result[31]	4	Y[31]
