==> flow/design.v <==
module part2
	(
		input [31:0] X,
		input [31:0] Y,
		output inf, nan, zero, overflow, underflow,
		output reg[31:0] result
);
	logic [7:0] exp_x, exp_y;
	logic [8:0] exp_m;
	logic [8:0] exp_b;
	logic [23:0] man_x, man_y; 
	logic [23:0] man;
	logic [47:0] man_product;
	logic [24:0] man_trun;
	logic sign;
	logic inf_out, nan_out, zero_out, overflow_out, underflow_out;
	assign sign = X[31] ^ Y[31];
	assign man_x = {1'b1, X[22:0]};
	assign man_y = {1'b1, Y[22:0]};
	assign man_product = man_x * man_y;
	assign man_trun = man_product[47:23];
	assign exp_x = X[30:23];
	assign exp_y = Y[30:23];
	assign exp_m = X[30:23] + Y[30:23] - 127;
	assign exp_b = (man_trun[24]==1'b1)?(exp_m+1):(exp_m);
	assign man = (man_trun[24]==1'b1)?man_trun[23:1]:man_trun[22:0];
	always_comb 
	begin
	if(X==0 || Y==0)
		begin 
			result[31:0] = 32'b0;
			inf_out = 1'b0;
			nan_out = 1'b0;
			zero_out = 1'b1;
			overflow_out = 1'b0;
			underflow_out = 1'b0;
		end
	else if(man == 24'b0 && exp_b==8'b0)
		begin 
			result[31:0] = 32'b0;
			inf_out = 1'b0;
			nan_out = 1'b0;
			zero_out = 1'b1;
			overflow_out = 1'b0;
			underflow_out = 1'b0;
		end
	else if ((exp_b[8]==1'b0 && exp_b[7:0] == 255)  && man != 24'b0)
		begin
			result[31] = 1'b0;
			result[30:23] = 255;
			result[22:0] = 23'b0;
			inf_out = 1'b0;
			nan_out = 1'b1;
			zero_out = 1'b0;
			overflow_out = 1'b0;
			underflow_out = 1'b0;
		end
	else if ((exp_x == 255 && X[22:0] != 0) || (exp_y == 255 && Y[22:0] !=0 )) 
		begin
			result[31] = 1'b0;
			result[30:23] = 255;
			result[22:0] = 23'b0;
			inf_out = 1'b0;
			nan_out = 1'b1;
			zero_out = 1'b0;
			overflow_out = 1'b0;
			underflow_out = 1'b0;
		end
	else if ((exp_b[8]==1'b0 && exp_b[7:0] == 255)  && man == 24'b0) 
		begin
			result[31] = 1'b0;
			result[30:23] = 255;
			result[22:0] = 23'b0;
			inf_out = 1'b1;
			nan_out = 1'b0;
			zero_out = 1'b0;
			overflow_out = 1'b0;
			underflow_out = 1'b0;
		end
	else if ((exp_x == 255 && X[22:0] == 0) || (exp_y == 255 && Y[22:0] ==0 )) 
		begin
			result[31] = 1'b0;
			result[30:23] = 255;
			result[22:0] = 23'b0;
			inf_out = 1'b1;
			nan_out = 1'b0;
			zero_out = 1'b0;
			overflow_out = 1'b0;
			underflow_out = 1'b0;
		end
	else if ( exp_y == 8'b0 || exp_x == 8'b0 || exp_b[8:0] == 9'b0)
		begin
			result[31:0] = 32'b0;
			inf_out = 1'b0;
			nan_out = 1'b0;
			zero_out = 1'b0;
			overflow_out = 1'b0;
			underflow_out = 1'b1;
		end
	else if ( exp_x + exp_y +man_trun[24] < 127)
		begin
			result[31:0] = 32'b0;
			inf_out = 1'b0;
			nan_out = 1'b0;
			zero_out = 1'b0;
			overflow_out = 1'b0;
			underflow_out = 1'b1;
		end
	else if(exp_x > 8'd254 || exp_y >  8'd254 || exp_b[8:0]>=9'd255)
		begin 
			result[31] = 1'b0;
			result[30:23] = 255;
			result[22:0] = 23'b0;
			inf_out = 1'b0;
			nan_out = 1'b0;
			zero_out = 1'b0;
			overflow_out = 1'b1;
			underflow_out = 1'b0;
		end
	else 
		begin
			result[22:0] = man;
			result[30:23] = exp_b;
			result[31] = sign;
			inf_out = 1'b0;
			nan_out = 1'b0;
			zero_out = 1'b0;
			overflow_out = 1'b0;
			underflow_out = 1'b0;
		end
	end
	assign inf = inf_out;
	assign nan = nan_out;
	assign zero = zero_out;
	assign overflow = overflow_out;
	assign underflow = underflow_out;
endmodule
==> flow/run.sh <==
#!/bin/bash
# OpenROAD 26Q1-2900-gdf79404cd8, Yosys 0.63+post, stock flow scripts
make -C /OpenROAD-flow-scripts/flow DESIGN_CONFIG=/design/flow/config.mk WORK_HOME=/design/flow/orfs finish
==> flow/config.mk <==
export PLATFORM = sky130hd
export DESIGN_NAME = part2
export DESIGN_NICKNAME = part2
export VERILOG_FILES = /design/flow/design.v
export SDC_FILE = /design/flow/constraint.sdc
export NUM_CORES = 4
export LEC_CHECK = 1
export CORE_UTILIZATION = 30
export SYNTH_HDL_FRONTEND = slang
==> flow/constraint.sdc <==
current_design part2

set clk_period 20.8
set clk_io_pct 0.2

create_clock -name clk0 -period $clk_period

set non_clock_inputs [all_inputs -no_clocks]
set_input_delay [expr $clk_period * $clk_io_pct] -clock clk0 $non_clock_inputs
set_output_delay [expr $clk_period * $clk_io_pct] -clock clk0 [all_outputs]
==> results.txt <==
Flow results follow.

Entering global routing, the biggest net connects 35 pins. The area fraction of the largest cell type after synthesis is 0.464. TritonRoute output was used to compute an average wire per cell of about 18 um.

The logs give a warning total of 34. The first global-routing pass estimated 99400 um of wire. The area taken by flip-flops and latches is 0 um^2. The number of setup buffers added after CTS is 0. The final design instance area without fill is around 23000 um^2. The DRC violation count after routing is 0.

Per the post-synthesis report, the number of cells in the design is between 2000 and 2500. Per the placement log, port buffering inserted 101 buffers. The final clock period utilization by the worst path is 0.898. The most repeated cell in the gate-level netlist after synthesis is sky130_fd_sc_hd__inv_1. The worst-case setup margin in the final layout is 2.13 ns. After legalization and detailed placement, the total HPWL measured 48700 um.

The worst slew margin relative to its limit is 0.458. The count of final hold-check violations is 0. The type of the worst min-delay path is in -> out.

The via count of the first global-routing pass is approximately 18000. The final sequential cell count is 0. The worst setup path is launched from a primary input. The number of cell rows is about 96. The DRC marker count from the first detailed-route iteration is 720. Per the OpenROAD floorplan log, the area of the die is approximately 70000 um^2. The remaining global-route overflow is 0. For the finished layout, the period the worst path requires is 18.67 ns. Post-synthesis, Yosys gives the total cell area as between 20000 and 25000 um^2.

The run finished with clean final reports. The worst setup path is of the in -> out kind. After synthesis, the mean cell area works out to 8.33 um^2. The launch point of the critical path was reported as Y[8]. The die extent in y is 265 um. Per the post-run analysis, buffers plus inverters along the critical path come to 13. Yosys mapped the design onto 82 distinct sky130hd cell types.

For this run, the final setup violation count is recorded as 0. At the pin with the least slew margin, the transition time is 0.803 ns. The floorplan step defined a core boundary enclosing 68600 um^2.

The final-layout clock buffer total is 0. The global placer's final weighted congestion is 0.967. For the final routed database, the setup TNS stands at 0 ns. The flow measured a signed area growth from synthesis to layout of 9.88%. The fraction of final layout cells with drive strength greater than 1 is 0.0345. The critical path maximum fanout is 34. The category of the worst setup path capture point is an output port. In this run the maximum-capacitance check reported violations numbering 0. OpenSTA, run right after detailed placement, puts the worst setup slack at 2.21 ns. The count of nets left with antenna violations once routing finished came out at 0. The detail-routed via count per cell is 4.81.

The aggregate routed wire length is between 60000 and 70000 um. The post-cts gate resize count is 0. The number of top-level pins is 101. The highest attainable clock frequency is about 54 MHz. For this block, the via count after detailed routing is 16600.

The startpoint of the most critical hold path is Y[31]. The timing report gives the biggest stage delay along the critical path as 0.54 ns. The report puts the hold buffer count at CTS at 0.

In the synthesized netlist, the cells that appear most often are sky130_fd_sc_hd__inv_1, sky130_fd_sc_hd__fa_1, sky130_fd_sc_hd__nand2_1. In the final report, the number of pins over their slew limit comes to 0. The post-synth design cell area is 20800 um^2. The first detailed-routing pass ran for 5 iterations. The total global-route track usage is 0.191. The family with the most delay on the worst path is adder cells.

Setup repair after global routing left no endpoint under its margin. The initial utilization of the core area, before any placement, comes to 0.303. The OpenROAD report gives the critical path a data arrival time of between 10 and 15 ns. Detailed placement reports a standard cell area of 22800 um^2. Of the synthesized area, sequential elements account for 0. sky130_fd_sc_hd__fa_1 takes more of the synthesized area than any other cell. Looking at the critical path, the single cell with the biggest stage delay is sky130_fd_sc_hd__nor4_1.

The cell occurring most often along the worst timing path is sky130_fd_sc_hd__fa_1. The tally of yosys warning messages is 0. In the Yosys report the total cell count is approximately 2500. The main area contributors are sky130_fd_sc_hd__fa_1, sky130_fd_sc_hd__ha_1, sky130_fd_sc_hd__inv_1. The number of antenna violations at the first check in global routing is 2.

At the worst endpoint, the required time is 16.64 ns. The chip width is 265 um.
## metal layers
| layer | track usage | vias to the layer above | routed length, um |
|---|---|---|---|
| met4 | 0.0309 | 2 | 1250 |
| met1 | 0.262 | 8187 | 25300 |
| met2 | 0.291 | 725 | 27600 |
| li1 | - | 7634 | - |
| met5 | 0.00277 | - | 13 |
| met3 | 0.0841 | 55 | 6900 |
## stage by stage
step           instances   util  hold slack (ns)
3_3_place_gp        3454  0.333             9.40
4_1_cts             3454  0.333             9.38
2_1_floorplan       2494      -             8.39
6_report            3455  0.333             9.37
3_5_place_dp        3454  0.333             9.36
5_1_grt             3455  0.333             9.41
## tightest hold or removal path: stages
cell	delay, ns
sky130_fd_sc_hd__clkdlybuf4s50_1	0.44
sky130_fd_sc_hd__xnor2_1	0.17
sky130_fd_sc_hd__nor2_1	0.04
sky130_fd_sc_hd__clkdlybuf4s50_1	0.40
## cell type report
class	count	area [um^2]
antenna	1	2.50
fill	7170	45700
inverter	566	2140
multi-input combinational	1807	18200
tap	931	1160
timing repair buffer	150	1380
## layout by cell type, fill, tap and decap left out, types with 8 or more instances in the layout
cell type                         instances
sky130_fd_sc_hd__nor3_1                  22
sky130_fd_sc_hd__o21ai_1                 13
sky130_fd_sc_hd__o211ai_1                 9
sky130_fd_sc_hd__nand2b_1                 8
sky130_fd_sc_hd__nand3_1                 14
sky130_fd_sc_hd__ha_1                   182
sky130_fd_sc_hd__clkdlybuf4s50_1        101
sky130_fd_sc_hd__fa_1                   482
sky130_fd_sc_hd__a21o_1                  10
sky130_fd_sc_hd__a21oi_2                 14
sky130_fd_sc_hd__a21oi_1                 62
sky130_fd_sc_hd__xnor2_1                 27
sky130_fd_sc_hd__o21a_1                   8
sky130_fd_sc_hd__inv_1                  563
sky130_fd_sc_hd__and2_1                 223
sky130_fd_sc_hd__o21ai_0                 47
sky130_fd_sc_hd__nand2_1                372
sky130_fd_sc_hd__a31oi_1                  8
sky130_fd_sc_hd__buf_4                   49
sky130_fd_sc_hd__nand4_1                 31
sky130_fd_sc_hd__nor2_1                 110
sky130_fd_sc_hd__a211oi_1                11
sky130_fd_sc_hd__xor2_1                  10
sky130_fd_sc_hd__nor4_1                  29
## cell families (layout without fill, tap and decap cells)
family | Yosys count | in the layout | share of synthesized area
buffers and inverters | 687 | 716 | 0.127
adder cells (fa/ha/maj) | 664 | 664 | 0.574
multiplexers | 6 | 6 | 0.00295
other | 0 | 1 | 0
AND-OR/OR-AND | 246 | 246 | 0.0804
XOR/XNOR | 38 | 38 | 0.0167
AND/OR/NAND/NOR | 853 | 853 | 0.200
## final timing paths
path / endpoint / slack [ns] / cells past startpoint
max: result[12] / 2.13 / 39
min: result[31] / 9.37 / 4
